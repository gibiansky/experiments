==> run.sh <==
#!/bin/bash
# OpenROAD 26Q1-2900-gdf79404cd8, Yosys 0.63+post, stock flow scripts
make -C /OpenROAD-flow-scripts/flow DESIGN_CONFIG=/design/flow/config.mk WORK_HOME=/design/flow/orfs finish
==> config.mk <==
export PLATFORM = sky130hd
export DESIGN_NAME = io
export DESIGN_NICKNAME = io
export VERILOG_FILES = /design/flow/design.v
export SDC_FILE = /design/flow/constraint.sdc
export NUM_CORES = 4
export LEC_CHECK = 1
export CORE_UTILIZATION = 40
==> constraint.sdc <==
current_design io

set clk_period 2.0
set clk_io_pct 0.2

create_clock -name clk0 -period $clk_period [get_ports {clock}]

set non_clock_inputs [all_inputs -no_clocks]
set_input_delay [expr $clk_period * $clk_io_pct] -clock clk0 $non_clock_inputs
set_output_delay [expr $clk_period * $clk_io_pct] -clock clk0 [all_outputs]
==> design.v <==
module io(input clock,
          input reset,
          input LightLED,
          input LightSevenSegment,
          input ReadSwitch,
          input [3:0] KeySwitches,
          input [9:0] ToggleSwitches,
          input [31:0] control,
          input [31:0] value,
          output reg [7:0] Green,
          output reg [9:0] Red,
          output [6:0] SevenSegment0,
          output [6:0] SevenSegment1,
          output [6:0] SevenSegment2,
          output [6:0] SevenSegment3,
          output reg SwitchValue
      );
reg [3:0] RegNum0, RegNum1, RegNum2, RegNum3;
sevensegment a(RegNum0, SevenSegment0);
sevensegment b(RegNum1, SevenSegment1);
sevensegment c(RegNum2, SevenSegment2);
sevensegment d(RegNum3, SevenSegment3);
always @(posedge clock, posedge reset) begin
    if (reset) begin
        Green <= 8'd0;
        Red <= 10'd0;
        RegNum0 <= 4'd0;
        RegNum1 <= 4'd0;
        RegNum2 <= 4'd0;
        RegNum3 <= 4'd0;
    end else if (LightLED) begin
        if (control >= 0 && control < 10)
            Red[control] <= (value == 0 ? 1'b0 : 1'b1);
        else if (control >= 10 && control < 18)
            Green[control - 10] <= (value == 0 ? 1'b0 : 1'b1);
    end else if (LightSevenSegment) begin
        if (control == 0)
            RegNum0 <= value[3:0];
        else if (control == 1)
            RegNum1 <= value[3:0];
        else if (control == 2)
            RegNum2 <= value[3:0];
        else if (control == 3)
            RegNum3 <= value[3:0];
    end
end
always @(posedge clock)
    if (ReadSwitch) begin
        if (value >= 0 && value <= 9)
            SwitchValue <= ToggleSwitches[value];
        else if (value < 14)
            SwitchValue <= KeySwitches[value - 10];
    end
endmodule
module sevensegment(
  input [3:0] nIn,
  output reg [6:0] ssOut
  );
  always @(nIn)
    case (nIn)
      4'h0: ssOut = ~7'b0111111;
      4'h1: ssOut = ~7'b0000110;
      4'h2: ssOut = ~7'b1011011;
      4'h3: ssOut = ~7'b1001111;
      4'h4: ssOut = ~7'b1100110;
      4'h5: ssOut = ~7'b1101101;
      4'h6: ssOut = ~7'b1111101;
      4'h7: ssOut = ~7'b0000111;
      4'h8: ssOut = ~7'b1111111;
      4'h9: ssOut = ~7'b1100111;
      4'hA: ssOut = ~7'b1110111;
      4'hB: ssOut = ~7'b1111100;
      4'hC: ssOut = ~7'b0111001;
      4'hD: ssOut = ~7'b1011110;
      4'hE: ssOut = ~7'b1111001;
      4'hF: ssOut = ~7'b1110001;
      default: ssOut = ~7'b1001001;
    endcase
endmodule
==> impl_metrics.csv <==
group,metric,value,unit
drt,drt_iter0_drc,317,
timing,rsz0062_at_grt,"true",
drt,antennaDiodeCount,0,
critical_path,critical_path_class,"in -> reg",
timing,fin_hold_ws,0.4902,ns
finish,stdcell_area,8482,sq um
die,die_area,10720,sq um
global_route,grt_pass1_wl,27.69,mm
placed_design,dp_hpwl,11.48,mm
timing,fin_ws,-0.6329,ns
finish,syn2layout_area_growth,105.7,%
clock_tree,ctsHoldBuffers,0,
die,initial_core_util,41.81,%
critical_path,path_max_fanout,3,
die,rows,36,
global_route,grt_max_degree,35,
critical_path,slowest_stage,"or4b_4",
critical_path,path_buffers,3,
power,power_density,251.8,nW/um^2
placed_design,gp_congestion,0.9221,
yosys,ys_seq_elements,35,
clock_tree,cts_buffer_depth,2,
yosys,synth_cells,517,
timing,maxSlewHeadroom,61.61,%
drt,post-route-drc-count,0,
clock_tree,clkLatencyLatePin,0.29,ns
finish,n_fill_cell,443,
timing,fmax,0.3798,GHz
placed_design,dpl-instance-area,6845,sq um
drt,wl,19.95,mm
finish,most-common-layout-cells,"176 x buf_4, 73 x clkdlybuf4s50_1, 43 x buf_6",
global_route,antenna_found_initial,0,
critical_path,rr_worst_depth,2,
yosys,yosys.stat.chipArea,4124,sq um
die,fp.dieH,103.5,microns
yosys,yosysWarningCount,2,
yosys,synth.avg_cell_area,7.977,sq um
critical_path,endpoint_kind,"flip-flop",
clock_tree,clk_pin_slew_worst_paths,0.08,ns
power,power.total,2136,uW
timing,hold_viol,0,
yosys,synth-edff-count,1,
timing,fin_crit,2.633,ns
critical_path,crit_family,"simple AND/OR/NAND/NOR gates",
die,die_w,103.5,microns
drt,wl_per_cell,20.37,microns
timing,worst_clock_skew,0,ns
critical_path,crit_chain,"buf_6 > or4_4 > or4b_4 > nor3_4 > buf_6 > buf_6 > nand4_4 > nor4b_4 > mux2_1",
timing,min_period_over_period,131.6,%
die,io_pins,130,
critical_path,critPathMaxStageDelay,0.56,ns
clock_tree,cts-buffers-inserted,5,
timing,tightestPinTransition,0.5706,ns
yosys,ys_cells,517,
finish,drive_above_1_share,54.37,%
run_status,status,"finished with violations",
run,warning_count,49,
yosys,synth-main-ff-cell,"dfrtp_1",
yosys,ys_seq_share,21.36,%
critical_path,critPathLaunchType,"input port",
timing,tns,-19.88,ns
global_route,overflow,0,
clock_tree,htree_levels,2,
drt,via_count,5636,
drt,vias_per_cell,5.757,
critical_path,cp.arrival,2.80,ns
power,vdd_drop_max,0.2911,mV
placed_design,io_buffer_count,129,
run,maxCapViolCount,0,
run_status,failed_checks,"setup timing",
critical_path,crit_top_cell,"buf_6",
timing,setup_viol,52,
finish,fin_util,85.98,%
power,p_leak,0.003708,uW
global_route,grt_pass1_vias,5412,
finish,lay_top_count,"buf_4",
yosys,postSynth.asyncResetShare,97.14,%
yosys,ys_types,70,
drt,drt-pass1-iter-count,4,
global_route,grt_use_total,32.17,%
timing,slew_viol_final,0,
clock_tree,cts_tree,"yes",
critical_path,required,2.17,ns
drt,ant_nets,0,
worst_hold_path,hp-class,"in -> async",
yosys,synth_area,4124,sq um
die,coreArea,9864,sq um
clock_tree,clock-root-buffer,"clkbuf_8",
clock_tree,clkSinkCount,35,
critical_path,cp_num_cells,9,
## where the power goes
part | total (uW) | internal (uW) | leakage [uW] | switching [uW]
sequential | 710 | 710 | 0.000427 | 0.00000484
clock | 639 | 371 | 0.0000581 | 268
combinational | 786 | 405 | 0.00322 | 382
total | 2140 | 1490 | 0.00371 | 650
## cells by family (layout without fill, tap and decap cells)
logic type	after synthesis	after routing	share of synthesized area [%]
simple gates	233	233	32.28
compound gates	111	111	17.81
buf+inv	50	379	4.642
mux	37	37	10.62
flops	35	35	21.36
fa+ha+maj	27	27	8.192
xor+xnor	24	24	5.097
## cell usage after synthesis, types with 8 or more instances
cell	n	area share [%]
nand2b_1	12	1.8
mux2i_1	10	2.4
nor3_1	11	1.3
nor2b_1	8	1.2
xor2_1	11	2.3
o21ai_0	37	4.5
nor2_1	48	4.4
nand4_1	13	2.0
nand3_1	15	1.8
a21oi_1	14	1.7
nand2_1	47	4.3
dfrtp_1	34	21
xnor2_1	13	2.8
and2_1	8	1.2
clkbuf_1	22	2.0
mux2_1	15	4.1
ha_1	27	8.2
nor4_1	20	3.0
mux2_2	9	2.5
inv_1	23	2.1
## path summary, 6_finish.rpt
kind	endpoint	start	slack, ns
min reg2reg	Red[7]	Red[7]	0.52
max reg2reg	RegNum3[2]	RegNum3[2]	0.85
max in group asynchronous	RegNum3[0]	reset	1.17
max	RegNum2[2]	control[24]	-0.63
min in group clk0	Red[7]	Red[7]	0.52
min	Red[2]	reset	0.49
## registers in the layout, summed over array words and instances, names as in the netlist
| name | count |
|---|---|
| RegNum0 | 4 |
| RegNum3 | 4 |
| RegNum1 | 4 |
| Red | 10 |
| Green | 8 |
| SwitchValue | 1 |
| RegNum2 | 4 |
## metrics by stage
stage | setup slack (ns) | cells
floorplan | -0.7352 | 517
global placement | -1.280 | 915
detailed placement | -1.334 | 915
CTS | -0.6249 | 964
global route | -0.7143 | 979
finish | -0.6329 | 979
## layer usage
layer	share of wire, %	GRT usage [%]	up-vias
met4	4.1	7.971	0
met5	0	0	-
met3	8.4	4.872	53
met2	45	53.84	280
li1	-	-	2591
met1	42	44.10	2712
## worst reg2reg max path, cell delays in order, from the launching register on
cell	delay, ns
dfrtp_2	0.54
buf_4	0.22
mux2_4	0.26
## final cells by class
class                   instances  area (sq um)  share of cell area (%)
clock buffers                   5         68.82                  0.8113
clock inverters                 3         43.79                  0.5163
inverters                      23         110.1                   1.298
multi-input cells             432          4237                   49.95
flip-flops and latches         35         884.6                   10.43
well taps                     133         166.4                   1.962
repair buffers                348          2972                   35.03
## timing repair
action / in CTS / in global routing
resized: 309 / 129
pin swaps: 69 / 56
setup buffers: 43 / 25
gates cloned: 0 / 0
setup endpoints to repair: 62 / 62
Power is estimated from default activity; no workload was simulated.
